File: ./config.mk
export PLATFORM = sky130hd
export DESIGN_NAME = tcp_analyzer
export DESIGN_NICKNAME = tcp_analyzer
export VERILOG_FILES = /design/flow/design.v
export SDC_FILE = /design/flow/constraint.sdc
export NUM_CORES = 4
export LEC_CHECK = 1
export CORE_UTILIZATION = 40
File: ./constraint.sdc
current_design tcp_analyzer

set clk_period 3.9
set clk_io_pct 0.2

create_clock -name clk0 -period $clk_period [get_ports {clk}]

set non_clock_inputs [all_inputs -no_clocks]
set_input_delay [expr $clk_period * $clk_io_pct] -clock clk0 $non_clock_inputs
set_output_delay [expr $clk_period * $clk_io_pct] -clock clk0 [all_outputs]
File: ./design.v
module tcp_analyzer (
    input wire clk,
    input wire rst,
    input wire [7:0] data_in,
    input wire data_valid,
    output reg packet_complete,
    output reg [15:0] source_port,
    output reg [15:0] dest_port,
    output reg [31:0] sequence_num,
    output reg [31:0] ack_num,
    output reg [15:0] window_size,
    output reg [15:0] checksum
);
    localparam IDLE = 3'b000;
    localparam PORTS = 3'b001;
    localparam SEQ_NUM = 3'b010;
    localparam ACK_NUM = 3'b011;
    localparam HEADER_LEN = 3'b100;
    localparam WINDOW = 3'b101;
    localparam CHECK = 3'b110;
    reg [2:0] current_state, next_state;
    reg [3:0] byte_counter;
    always @(posedge clk or posedge rst) begin
        if (rst) begin
            current_state <= IDLE;
            byte_counter <= 0;
            packet_complete <= 0;
        end else begin
            current_state <= next_state;
            case (current_state)
                IDLE: begin
                    if (data_valid) begin
                        source_port[15:8] <= data_in;
                        byte_counter <= 0;
                    end
                end
                PORTS: begin
                    if (data_valid) begin
                        case (byte_counter)
                            0: source_port[7:0] <= data_in;
                            1: dest_port[15:8] <= data_in;
                            2: dest_port[7:0] <= data_in;
                        endcase
                        byte_counter <= byte_counter + 1;
                    end
                end
                SEQ_NUM: begin
                    if (data_valid) begin
                        sequence_num <= {sequence_num[23:0], data_in};
                        byte_counter <= byte_counter + 1;
                    end
                end
                ACK_NUM: begin
                    if (data_valid) begin
                        ack_num <= {ack_num[23:0], data_in};
                        byte_counter <= byte_counter + 1;
                    end
                end
                WINDOW: begin
                    if (data_valid) begin
                        window_size <= {window_size[7:0], data_in};
                        byte_counter <= byte_counter + 1;
                    end
                end
                CHECK: begin
                    if (data_valid) begin
                        checksum <= {checksum[7:0], data_in};
                        if (byte_counter == 1) packet_complete <= 1;
                        byte_counter <= byte_counter + 1;
                    end
                end
            endcase
        end
    end
    always @(*) begin
        case (current_state)
            IDLE: next_state = data_valid ? PORTS : IDLE;
            PORTS: next_state = (byte_counter == 3) ? SEQ_NUM : PORTS;
            SEQ_NUM: next_state = (byte_counter == 4) ? ACK_NUM : SEQ_NUM;
            ACK_NUM: next_state = (byte_counter == 4) ? WINDOW : ACK_NUM;
            WINDOW: next_state = (byte_counter == 2) ? CHECK : WINDOW;
            CHECK: next_state = packet_complete ? IDLE : CHECK;
            default: next_state = IDLE;
        endcase
    end
endmodule
File: ./run.sh
#!/bin/bash
# OpenROAD 26Q1-2900-gdf79404cd8, Yosys 0.63+post, stock flow scripts
make -C /OpenROAD-flow-scripts/flow DESIGN_CONFIG=/design/flow/config.mk WORK_HOME=/design/flow/orfs finish
==> impl_metrics.env <==
# yosys + openroad results
export IMPL_vias_per_cell=4.636
export IMPL_cts_tree="built"
export IMPL_p_int_mw=3.013
export IMPL_coreArea_um2=10890
export IMPL_r2r_end="dest_port[13]"
export IMPL_grt_antenna_before_repair=0
export IMPL_grt_max_degree=33
export IMPL_min_path_type="reg2reg"
export IMPL_simple_gate_area_share_pct=2.841
export IMPL_post_place_cells=474
export IMPL_hpwlAfterDp_mm=6.658
export IMPL_end_kind="register"
export IMPL_logic_family="simple AND/OR/NAND/NOR gates"
export IMPL_drv_cap=0
export IMPL_status="finished, final reports clean"
export IMPL_die_h_um=108.0
export IMPL_grt_setup_unrepaired="false"
export IMPL_clock_sink_count=139
export IMPL_drive_gt1_share_pct=12.02
export IMPL_yosysTopAreaCell="edfxtp_1"
export IMPL_final_setup_tns_ns=0
export IMPL_critPathArrivalTime_ns=2.42
export IMPL_post_cts_buffers=0
export IMPL_gp_congestion=0.8635
export IMPL_mux_area_share_pct=1.031
export IMPL_ys_types=29
export IMPL_vias=2346
export IMPL_p_leak_nw=2.324
export IMPL_yosys_stat_seqShare_pct=91.73
export IMPL_dieArea_um2=11660
export IMPL_hold_buffers=0
export IMPL_finalSetupViolCount=0
export IMPL_critPathTopFamily="simple AND/OR/NAND/NOR gates"
export IMPL_routedWlPerCell_um=18.28
export IMPL_r2r_start="byte_counter[2]"
export IMPL_htreeDepth=4
export IMPL_slew_headroom_pct=47.65
export IMPL_slowest_delay_ns=0.68
export IMPL_grt_ovfl_total=0
export IMPL_p_sw_share_pct=20.76
export IMPL_fp_dieW_um=108.0
export IMPL_r2r_slack_ns=2.18
export IMPL_yosys_warnings=1
export IMPL_grt_pass1_vias=2449
export IMPL_cp_slowest_cell="and2_1"
export IMPL_syn_area_per_cell_um2=23.27
export IMPL_hold_depth=0
export IMPL_slew_viol_final=0
export IMPL_rows=38
export IMPL_fillers=770
export IMPL_worst_slew_pin_transition_ns=0.7853
export IMPL_ys_ff=139
export IMPL_max_freq_ghz=0.4338
export IMPL_warning_count=28
export IMPL_drt_pass1_iter_count=4
export IMPL_seq_power_share_pct=48.8
export IMPL_adder_share_pct=1.114
export IMPL_mi_logic_area_um2=347.8
export IMPL_layout_cells_non_filler=506
export IMPL_clock_latency_ns=0.49
export IMPL_drtIter0Drc=99
export IMPL_synthAoiAreaFrac_pct=2.423
export IMPL_path_class="in2reg"
export IMPL_clk_path_buf_depth=2
export IMPL_top_cells_by_area="edfxtp_1 86%, dfrtp_1 5.6%, ha_1 1.1%, and2_1 0.70%, inv_1 0.67%"
export IMPL_cp_depth=3
export IMPL_postSynthCellCount=193
export IMPL_syn2layout_area_growth_pct=49.30
export IMPL_utilization_pct=61.60
export IMPL_xor_area_share_pct=0
export IMPL_initial_core_util_pct=41.25
export IMPL_register_area_um2=4120
export IMPL_critical_path_required_ns=4.02
export IMPL_pin_count=140
export IMPL_clk_pin_slew_ns=0.06
export IMPL_hp_start="window_size[5]"
export IMPL_fin_crit_ns=2.305
export IMPL_drc=0
export IMPL_cts_made_buffers=17
export IMPL_period_used_pct=59.11
export IMPL_yosysTopAreaCellShare_pct=85.57
export IMPL_cts_resized_gates=0
export IMPL_start_kind="input pin"
export IMPL_ys_cells=193
export IMPL_holdPathEnd="window_size[13]"
export IMPL_cts_root_buf="clkbuf_8"
export IMPL_routed_wl_mm=9.249
export IMPL_grt_pass1_wl_mm=14.12
export IMPL_grt_usage_pct=18.21
export IMPL_io_buffers=139
export IMPL_peakVddDrop_mv=0.3944
export IMPL_p_switching_mw=0.7891
export IMPL_clockPowerShare_pct=42.7
export IMPL_p_per_area_nw_per_um2=566.9
export IMPL_crit_buf_inv=1
export IMPL_skew_ns=0.008193
export IMPL_ant_nets=0
export IMPL_path_cells="clkdlybuf4s50_1 -> nor2b_1 -> and2_1"
export IMPL_power_frac_comb_pct=8.5
export IMPL_antenna_cells_inserted=0
export IMPL_critPathMaxFanout=16
export IMPL_r2r_cells=3
export IMPL_hold_violations=0
export IMPL_syn_area_um2=4492
export IMPL_yosysChipArea_um2=4492
==> cell usage in the layout (no fill, tap or decap), types with 2 or more instances in the layout <==
master           instances
a21oi_1                  2
nand2_1                  3
clkbuf_16               16
buf_4                    4
dfrtp_1                 10
ha_1                     4
o2bb2ai_1                2
nand3_1                  2
edfxtp_1               128
bufinv_16                4
clkinvlp_4               4
and2_1                   5
inv_1                    8
nor2_1                   3
clkinv_4                 2
inv_6                    2
o21ai_0                  2
nor3_2                   3
nor2b_1                  4
clkdlybuf4s50_1        139
mux2i_1                  2
==> how the worst max path moves through the flow <==
| stage | from | endpoint | slack, ns |
|---|---|---|---|
| after global routing | data_valid | window_size[11] | 1.50 |
| after CTS | data_valid | window_size[11] | 1.62 |
| final | data_valid | window_size[11] | 1.59 |
==> power groups by stage <==
stage,Combinational [mW],Clock [mW],Sequential [mW]
CTS,0.329,1.65,1.86
global route,0.362,1.73,1.87
finish,0.324,1.62,1.86
==> state kept, by name, indices dropped and copies added, names as in the netlist, named ones only <==
| name | cells |
|---|---|
| ack_num | 32 |
| sequence_num | 32 |
| checksum | 16 |
| dest_port | 16 |
| source_port | 16 |
| window_size | 16 |
| current_state | 5 |
| byte_counter | 4 |
| packet_complete | 1 |
==> area by class of cell <==
cell class	count	area share [%]
multi-input cells	44	5.187
inverters	8	0.4478
clock buffers	18	6.231
well taps	140	2.612
flip-flops and latches	139	61.44
repair buffers	143	21.19
clock inverters	14	2.892
==> metal layers <==
layer	wire length, um	track usage [%]
met5	0	0
met4	64	2.250
met3	841	6.748
met2	4544	26.89
met1	3799	30.29
==> Yosys cell counts <==
| cell type | n |
|---|---|
| edfxtp_1 | 128 |
| dfrtp_1 | 10 |
| inv_1 | 8 |
| and2_1 | 5 |
| ha_1 | 4 |
| nor2b_1 | 4 |
| nand2_1 | 3 |
| nor2_1 | 3 |
| nor3_1 | 3 |
| a21oi_1 | 2 |
| mux2i_1 | 2 |
| nand3_1 | 2 |
| o21ai_0 | 2 |
| o2bb2ai_1 | 2 |
| a22o_1 | 1 |
| a22o_2 | 1 |
| a31oi_1 | 1 |
| a41o_2 | 1 |
| and3_1 | 1 |
| clkbuf_1 | 1 |
| clkbuf_2 | 1 |
| dfstp_2 | 1 |
| mux2_2 | 1 |
| mux2_4 | 1 |
| nand2b_1 | 1 |
| o21a_1 | 1 |
| o22ai_1 | 1 |
| o31ai_4 | 1 |
| or4_4 | 1 |
==> stage by stage <==
step	hold WS, ns	area [um2]	power [mW]	worst slack [ns]
after CTS	0.4477	6706	3.842	1.619
after floorplan	0.4003	4492	1.978	0.1624
after global placement	0.4310	6095	2.210	1.188
after global routing	0.4590	6706	3.964	1.500
after detailed placement	0.4312	6095	2.217	1.102
final	0.4467	6706	3.802	1.595
==> cell families after synthesis <==
family,count (synthesis)
AOI/OAI and AO/OA,13
adders and majority gates,4
buffers and inverters,10
DFF,139
muxes,4
and+or+nand+nor,23
Power figures rest on the tool's default switching activity, not on a simulated workload.
