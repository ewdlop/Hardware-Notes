==> ./design.v <==
module ip_analyzer (
    input wire clk,
    input wire rst,
    input wire [7:0] data_in,
    input wire data_valid,
    output reg packet_complete,
    output reg [3:0] version,
    output reg [3:0] ihl,
    output reg [7:0] tos,
    output reg [15:0] total_length,
    output reg [15:0] identification,
    output reg [2:0] flags,
    output reg [12:0] fragment_offset,
    output reg [7:0] ttl,
    output reg [7:0] protocol,
    output reg [15:0] header_checksum,
    output reg [31:0] source_ip,
    output reg [31:0] dest_ip
);
    localparam IDLE = 4'b0000;
    localparam VER_IHL = 4'b0001;
    localparam TOS = 4'b0010;
    localparam LENGTH = 4'b0011;
    localparam ID = 4'b0100;
    localparam FLAGS_FRAG = 4'b0101;
    localparam TTL_PROTO = 4'b0110;
    localparam CHECKSUM = 4'b0111;
    localparam SRC_IP = 4'b1000;
    localparam DST_IP = 4'b1001;
    reg [3:0] current_state, next_state;
    reg [3:0] byte_counter;
    always @(posedge clk or posedge rst) begin
        if (rst) begin
            current_state <= IDLE;
            byte_counter <= 0;
            packet_complete <= 0;
        end else begin
            current_state <= next_state;
            case (current_state)
                IDLE: begin
                    if (data_valid) begin
                        version <= data_in[7:4];
                        ihl <= data_in[3:0];
                        byte_counter <= 0;
                    end
                end
                TOS: begin
                    if (data_valid) begin
                        tos <= data_in;
                    end
                end
                LENGTH: begin
                    if (data_valid) begin
                        total_length <= {total_length[7:0], data_in};
                        byte_counter <= byte_counter + 1;
                    end
                end
                ID: begin
                    if (data_valid) begin
                        identification <= {identification[7:0], data_in};
                        byte_counter <= byte_counter + 1;
                    end
                end
                FLAGS_FRAG: begin
                    if (data_valid) begin
                        if (byte_counter == 0) begin
                            flags <= data_in[7:5];
                            fragment_offset[12:8] <= data_in[4:0];
                        end else begin
                            fragment_offset[7:0] <= data_in;
                        end
                        byte_counter <= byte_counter + 1;
                    end
                end
                TTL_PROTO: begin
                    if (data_valid) begin
                        if (byte_counter == 0) ttl <= data_in;
                        else protocol <= data_in;
                        byte_counter <= byte_counter + 1;
                    end
                end
                CHECKSUM: begin
                    if (data_valid) begin
                        header_checksum <= {header_checksum[7:0], data_in};
                        byte_counter <= byte_counter + 1;
                    end
                end
                SRC_IP: begin
                    if (data_valid) begin
                        source_ip <= {source_ip[23:0], data_in};
                        byte_counter <= byte_counter + 1;
                    end
                end
                DST_IP: begin
                    if (data_valid) begin
                        dest_ip <= {dest_ip[23:0], data_in};
                        byte_counter <= byte_counter + 1;
                        if (byte_counter == 3) packet_complete <= 1;
                    end
                end
            endcase
        end
    end
    always @(*) begin
        case (current_state)
            IDLE: next_state = data_valid ? TOS : IDLE;
            TOS: next_state = data_valid ? LENGTH : TOS;
            LENGTH: next_state = (byte_counter == 2) ? ID : LENGTH;
            ID: next_state = (byte_counter == 2) ? FLAGS_FRAG : ID;
            FLAGS_FRAG: next_state = (byte_counter == 2) ? TTL_PROTO : FLAGS_FRAG;
            TTL_PROTO: next_state = (byte_counter == 2) ? CHECKSUM : TTL_PROTO;
            CHECKSUM: next_state = (byte_counter == 2) ? SRC_IP : CHECKSUM;
            SRC_IP: next_state = (byte_counter == 4) ? DST_IP : SRC_IP;
            DST_IP: next_state = packet_complete ? IDLE : DST_IP;
            default: next_state = IDLE;
        endcase
    end
endmodule
==> ./run.sh <==
#!/bin/bash
# OpenROAD 26Q1-2900-gdf79404cd8, Yosys 0.63+post, stock flow scripts
make -C /OpenROAD-flow-scripts/flow DESIGN_CONFIG=/design/flow/config.mk WORK_HOME=/design/flow/orfs finish
==> ./config.mk <==
export PLATFORM = sky130hd
export DESIGN_NAME = ip_analyzer
export DESIGN_NICKNAME = ip_analyzer
export VERILOG_FILES = /design/flow/design.v
export SDC_FILE = /design/flow/constraint.sdc
export NUM_CORES = 4
export LEC_CHECK = 1
export CORE_UTILIZATION = 50
==> ./constraint.sdc <==
current_design ip_analyzer

set clk_period 4.8
set clk_io_pct 0.2

create_clock -name clk0 -period $clk_period [get_ports {clk}]

set non_clock_inputs [all_inputs -no_clocks]
set_input_delay [expr $clk_period * $clk_io_pct] -clock clk0 $non_clock_inputs
set_output_delay [expr $clk_period * $clk_io_pct] -clock clk0 [all_outputs]
==> reports/results.txt <==
First DRT Iteration DRCs -> 134
Syn_area_per_cell -> 24.1 um^2
Global-route wire length before repair -> 16000 um
Hold Slack -> 0.442 ns
Fin. Hold Viols -> 0
Yosys chip area -> 5540 um^2
Area of the mapped netlist -> 5540 um^2
Flops after synth -> 174
Hold Startpoint -> identification[1]$_DFFE_PP_
OpenROAD warnings -> 28
Avg WL per Cell -> 18.6 um
Area Growth Syn to Fin -> 44.6%
Yosys stat cell total -> 230
Routability cong. -> 0.885
Drt pass-1 iters -> 4
Buf+Inv Stages, Crit Path -> 1
Combinational Power Share -> 0.097
CTS hold repair buffers -> 0
Crit path depth -> 4
RSZ-0062 raised after global routing -> false
Tmin final -> 2.71 ns
Post-CTS Setup Repair Bufs -> 0
Relative slew margins -> 0.510
LEAKAGE -> 2.76 nW
Critical R2R Launch -> byte_counter[2]$_DFFE_PP0P_
CTS Buf Count -> 17
Fp_density -> 0.513
Clock power share -> 0.367
Dpl cell area -> 7430 um^2
Syn. warnings -> 1
Internal Pwr Total -> 2.82 mW
Crit. Startpoint -> data_valid
GRT overflow -> 0
Max-cap viol count -> 0
Sum Neg Setup Slack -> 0 ns
Psw -> 0.737 mW
CP startpoint kind -> input port
DIE HEIGHT -> 107 um
Site Rows -> 38
Share of layout cells above drive strength 1 -> 0.0829
Synth Instances -> 230
Arrival time of data at the critical path endpoint -> 2.85 ns
Worst skew pair latency -> 0.52 ns
Reg clk slew, reported paths -> 0.06 ns
Most common cell after layout, fill and taps aside -> clkdlybuf4s50_1
Vias in the first global route -> 2817
Worst VDD drop -> 275 uV
Core area -> 10800 um^2
Clock skew -> 0.00521 ns
Top cells by area -> edfxtp_1, dfrtp_1, mux2_2
Area leader, netlist -> edfxtp_1
Actual slew at the worst max-slew pin -> 0.734 ns
Sw frac -> 0.207
H-tree Lvls -> 4
Gate Area -> 354 um^2
Storage element area -> 5160 um^2
Die width -> 107 um
Root Driver -> clkbuf_8
Worst min path class -> register to register
Critical Path Sink -> fragment_offset[0]$_DFFE_PP_
Delay-heaviest family, CP -> simple AND/OR/NAND/NOR gates
Gr usage total -> 0.218
Tally of filler cells in the layout -> 653
Crit path kind -> input port to register
F_max -> 369 MHz
Worst path max stage delay -> 0.64 ns
I/O pins -> 172
CP max-delay cell -> clkdlybuf4s50_1
Cycle use final -> 0.564
Worst setup EP type -> register
CP max FO -> 9
Largest net degree at the start of global routing -> 33
Max-slew violation count -> 0
Synth cell types -> 24
Setup violators final -> 0
Status -> finished, final reports clean
Top-area cell share -> 0.868
Clock tree buffer depth -> 2
Antenna violations before repair -> 0
CTS Sinks -> 174
Crit path DRT -> 4.95 ns
Worst slack at placement -> 1.55 ns
Vias -> 2830
Placed wire-length estimate -> 7340 um
Sequential Power Share -> 0.536
R2R cell count -> 3
Critical path, cell by cell -> clkdlybuf4s50_1 > nor2b_1 > nand2_1 > a21oi_1
Pwr dens -> 444 nW/um^2
Top cells excl fill/tap -> clkdlybuf4s50_1, edfxtp_1, clkbuf_16
Total die area -> 11500 um^2
CTS-repair resized insts -> 0
Setup WS post-layout -> 2.09 ns
Vias/cell -> 4.93
Final instance area -> 8010 um^2
Antenna cells -> 0
Reg2reg end -> fragment_offset[8]$_DFFE_PP_
Flop-to-flop setup slack -> 2.99 ns
# DRC -> 0
Final WL -> 10700 um
Input/output buffers -> 171
Synth Seq Share -> 0.931
CTS tree -> done
Antenna-violating nets left -> 0
[routing by layer]
metal / GRT usage / vias up / wire, um / share of wire
met5: 0 / - / 0 / 0
met4: 0.0225 / 0 / 127 / 0.012
met3: 0.120 / 11 / 1360 / 0.13
met2: 0.308 / 165 / 5110 / 0.48
met1: 0.368 / 1363 / 4080 / 0.38
li1: - / 1291 / - / -
[cell usage after synthesis (all sizes together)]
cell type and count:
nor2b 1, o22ai 1, nand3 1, a31oi 1, clkbuf 1, nand2b 2
mux2 6, dfrtp 13, ha 3, o41a 1, mux2i 2, a41o 1
nand2 8, a22o 4, or4 3, nor2 3, inv 6, and2 7
o21ai 3, dfstp 1, edfxtp 160, a21oi 2
[power by group through the flow]
stage | sequential (mW) | combinational [mW] | clock [mW]
after global routing | 1.93 | 0.379 | 1.40
after CTS | 1.91 | 0.348 | 1.33
final | 1.91 | 0.343 | 1.30
[state kept, by name (all words and copies together) (netlist names), named ones only]
name and count:
protocol 8, dest_ip 32, source_ip 32, ihl 4, ttl 8, tos 8
byte_counter 4, version 4, identification 16, current_state 4, total_length 16, flags 3
packet_complete 1, header_checksum 16, fragment_offset 13
[cell families after synthesis]
| family | Yosys count | synth area share |
|---|---|---|
| AND-OR/OR-AND | 13 | 0.0169 |
| adder cells (fa/ha/maj) | 3 | 0.00678 |
| buffers and inverters | 7 | 0.00474 |
| flip-flops | 174 | 0.931 |
| multiplexers | 8 | 0.0158 |
| AND/OR/NAND/NOR | 25 | 0.0244 |
[layout make-up]
| cell class | instances | share of cell area |
|---|---|---|
| Timing Repair Buffer | 173 | 0.216 |
| Tap cell | 140 | 0.0219 |
| Clock inverter | 12 | 0.0181 |
| Sequential cell | 174 | 0.644 |
| Clock buffer | 20 | 0.0531 |
| Inverter | 6 | 0.00281 |
| Multi-Input combinational cell | 49 | 0.0442 |
[worst min path at each step]
stage	slack [ns]	to	depth (start not counted)
CTS	0.44	identification[9]$_DFFE_PP_	0
global route	0.45	identification[8]$_DFFE_PP_	0
finish	0.44	identification[9]$_DFFE_PP_	0
[metrics by stage]
stage	total power, mW	utilization	instances
floorplan	2.04	-	230
global placement	2.28	0.689	542
detailed placement	2.29	0.689	542
CTS	3.58	0.742	574
global route	3.70	0.742	574
finish	3.55	0.742	574
Power figures rest on the tool's default switching activity, not on a simulated workload.
